==> config.mk <==
export PLATFORM = sky130hd
export DESIGN_NAME = hsv2rgb
export DESIGN_NICKNAME = hsv2rgb
export VERILOG_FILES = /design/flow/design.v
export SDC_FILE = /design/flow/constraint.sdc
export NUM_CORES = 4
export LEC_CHECK = 1
export CORE_UTILIZATION = 50
==> constraint.sdc <==
current_design hsv2rgb

set clk_period 15.3
set clk_io_pct 0.2

create_clock -name clk0 -period $clk_period [get_ports {CLK}]

set non_clock_inputs [all_inputs -no_clocks]
set_input_delay [expr $clk_period * $clk_io_pct] -clock clk0 $non_clock_inputs
set_output_delay [expr $clk_period * $clk_io_pct] -clock clk0 [all_outputs]
==> design.v <==
module Del #(parameter delay = 2, d_width = 1 )
(
    input   [d_width-1:0] in,
	 input                 en,
    output  [d_width-1:0] out,
    input clk
);
reg [delay:0][d_width-1:0] d_reg;
assign d_reg[0] = in;
assign out = d_reg[delay];
genvar i ;
generate
   for (i=0; i< delay; i=i+1) begin: DELAY_
     	always @(posedge clk) 
        begin
		   if( en == 1 )
			  begin
            d_reg[i+1] <= d_reg[i];
			  end
      end
   end
endgenerate
endmodule
module  hsv2rgb(	
input wire [24:0]         H,    
input wire [17:0]         S,    
input wire [17:0]         V,    
input wire                CLK,	
output reg [9:0] 			  R, 
output reg [9:0] 			  G,
output reg [9:0] 			  B
);
wire [17:0] saturation, value, rw, gw, bw, fract;	
wire [2:0]  h_del; 
wire [24:0] hinw;
reg  [34:0] hdiv_60;
reg  [34:0] hue_1;
reg  [26:0] hue_2;
reg  [17:0] p, q, t, v, s; 
reg  [17:0] r_tmp, g_tmp, b_tmp;
reg  [24:0] hin, hue;
reg  [63:0] p_tmp, q_tmp, t_tmp;
reg  [63:0] smultf, 
            smultominf;
reg  [17:0] omins,
            ominf,
		   	ominsmultf, 
			   ominsmultominf;
wire [17:0] omins_del, ominsmultf_del;
Del #( .delay ( 4 ), .d_width ( 3 ) )
H_DEL_(
.in     ( hdiv_60[34:32]),
.en     ( 1'b1 ),
.out    ( h_del ), 
.clk    ( CLK )
);
Del #( .delay ( 4 ), .d_width ( 18 ) )
S_DEL_(
.in     ( S ),
.en     ( 1'b1 ),
.out    ( saturation ), 
.clk    ( CLK )
);
Del #( .delay ( 7 ), .d_width ( 18 ) )
V_DEL_(
.in     ( V ),
.en     ( 1'b1 ),
.out    ( value ), 
.clk    ( CLK )
);
Del #( .delay ( 2 ), .d_width ( 18 ) )
omins_DEL_(
.in     ( omins ),
.en     ( 1'b1 ),
.out    ( omins_del ), 
.clk    ( CLK )
);
Del #( .delay ( 1 ), .d_width ( 18 ) )
ominsmultf_DEL_(
.in     ( ominsmultf ),
.en     ( 1'b1 ),
.out    ( ominsmultf_del ), 
.clk    ( CLK )
);
assign hinw  = hin >= 25'h1680000 ? 25'h0 : hin ;
assign fract = { 2'h0, hdiv_60[31:16] };
always@( posedge CLK )
begin
 hin <= H;
 hue  <= hinw;
 hue_1 <= {hue,10'h0} + {hue,6'h0}; 
 hue_2 <= {hue,2'h0};
 hdiv_60 <= hue_1 + hue_2;
 omins     <= 18'h10000 - saturation;
 ominf     <= 18'h10000 - fract;
 smultf    <= {14'h0,saturation} * {14'h0,fract};
 s         <= saturation;
 ominsmultf  <= 18'h10000 - smultf[33:16];
 smultominf  <= {14'h0,s} * {14'h0,ominf};
 ominsmultominf <= 18'h10000 - smultominf[33:16];
 p_tmp            <= {14'h0,value} * {14'h0,omins_del};
 q_tmp            <= {14'h0,value} * {14'h0,ominsmultf_del};
 t_tmp            <= {14'h0,value} * {14'h0,ominsmultominf};
 v                <= value;
end
assign rw = r_tmp[16] == 1'h1 ? r_tmp[17:0] - 18'h1 : r_tmp[17:0];
assign gw = g_tmp[16] == 1'h1 ? g_tmp[17:0] - 18'h1 : g_tmp[17:0];
assign bw = b_tmp[16] == 1'h1 ? b_tmp[17:0] - 18'h1 : b_tmp[17:0];
always@(posedge CLK)
begin
  if( h_del == 3'h0 )
   begin
	 r_tmp <= v;
	 g_tmp <= t_tmp[33:16];
	 b_tmp <= p_tmp[33:16];
	end
	 else
	 if( h_del == 3'h1 )
	  begin
	   r_tmp <= q_tmp[33:16];
	   g_tmp <= v;
	   b_tmp <= p_tmp[33:16];
	  end
	   else
		 if( h_del == 3'h2 )
	     begin
	      r_tmp <= p_tmp[33:16];
	      g_tmp <= v;
	      b_tmp <= t_tmp[33:16];
	     end
		   else
			 if( h_del == 3'h3 )
	         begin
	          r_tmp <= p_tmp[33:16];
	          g_tmp <= q_tmp[33:16];
	          b_tmp <= v;
	         end
				 else
				  if( h_del == 3'h4 )
	             begin
	              r_tmp <= t_tmp[33:16];
	              g_tmp <= p_tmp[33:16];
	              b_tmp <= v;
	             end
					  else
						if( h_del == 3'h5 )
	                 begin
	                  r_tmp <= v;
	                  g_tmp <= p_tmp[33:16];
	                  b_tmp <= q_tmp[33:16]; 
	                 end
   R <= {rw[15:8],2'h0};
	G <= {gw[15:8],2'h0};
	B <= {bw[15:8],2'h0};
end	
endmodule
==> run.sh <==
#!/bin/bash
# OpenROAD 26Q1-2900-gdf79404cd8, Yosys 0.63+post, stock flow scripts
make -C /OpenROAD-flow-scripts/flow DESIGN_CONFIG=/design/flow/config.mk WORK_HOME=/design/flow/orfs finish
==> run_results.csv <==
group,metric,value,unit
run_status,outcome,"finished clean",
floorplan,ports_placed_on_the_boundary,92,
yosys,synth_sequential_area_ratio,20.4,%
global_route,grt_max_degree,71,
detailed_routing,drt.antenna.violating_nets,0,
floorplan,floorplan.die_area,134000,sq um
final_timing,finalCriticalPeriod,7.23,ns
critical_path,cp.required,15.85,ns
cells_and_area,final_design_area_no_fill,71800,sq um
floorplan,fp_util,50.5,%
floorplan,chipHeight,366,um
yosys,synth.distinct_cells,77,
yosys,netlist_instances,6907,
detailed_routing,initialDrtViolationCount,1795,
final_timing,rsz0062_at_grt,"no",
yosys,synth_flops,650,
cells_and_area,finalNonFillerCells,8670,
place,placedInstanceArea,69100,sq um
yosys,synth_top_flop_cell,"dfxtp_1",
global_route,grt_pass1_vias,47200,
yosys,synth_top_cell_by_area,"fa_1",
final_timing,max-slew-margin-rel,38.7,%
critical_path,arrival,7.78,ns
critical_path,r2r_cells,21,
clock_tree,cts-root-buf,"clkbuf_16",
place,placed_cell_count,8533,
cells_and_area,post_route_cells_drive_above_1_share,4.76,%
critical_path,timing.rr.end,"t_tmp[32]",
critical_path,criticalPathCategory,"reg -> reg",
critical_path,rrSetupSlack,8.07,ns
final_timing,worst_clock_skew,0.0354,ns
detailed_routing,post_drt_wl_per_cell,17.2,um
clock_tree,max-clock-path-buffers,3,
yosys,asyncSetResetFlopFracSynth,0,%
clock_tree,level_count_of_the_clock_h_tree,3,
worst_hold_path,hold_path_class,"reg -> reg",
yosys,enable_flop_cells,51,
global_route,total_global_routing_track_utilization,25.3,%
yosys,syn_avg_cell_area,9.61,sq um
detailed_routing,number_of_detailed_route_iterations_in_the_first_pass,7,
clock_tree,clock_latency_on_the_worst_skew_pair,0.68,ns
global_route,grt_pass1_wl,250,mm
critical_path,setup.worst_path.start,"V_DEL_.d_reg[134]",
critical_path,startpoint_types,"flop",
critical_path,timing.critical_path.to,"t_tmp[32]",
yosys,ys_warn_count,11,
global_route,antenna_found_initial,2,
final_timing,fin_setup_tns,0,ns
global_route,globalRouteOverflowTotal,0,
yosys,ys_area,66400,sq um
clock_tree,cts_setup_buffers,0,
final_timing,fmax,0.138,GHz
detailed_routing,route.vias.total,43600,
critical_path,worstPathMaxFanout,30,
clock_tree,clock_sinks,650,
yosys,synth.yosys.num_cells,6907,
yosys,netlist_area,66400,sq um
place,routabilityCongestion,0.908,
run,tool_warnings,25,
final_timing,worst_slew_pin_slew,0.918,ns
critical_path,critical_path.reg2reg.startpoint,"V_DEL_.d_reg[134]",
run,timing.max_cap.violations,0,
floorplan,core_area,132000,sq um
place,hpwl,112,mm
detailed_routing,drc_violation_count_after_routing,0,
yosys,synth.top_cell.area_share,36.6,%
clock_tree,tritoncts,"done",
yosys,count_leader_synth,"inv_1",
floorplan,chipWidth,366,um
yosys,area_leaders,"fa_1 (37%), dfxtp_1 (18%), ha_1 (10%)",
final_timing,final_min_period_over_clock_period,47.3,%
final_timing,slew_violations,0,
detailed_routing,routed_via_density,5.03,
clock_tree,resized_cells_post_cts,0,
place,io_buffers,85,
clock_tree,numCtsBuffers,75,
clock_tree,worst_setup_hold_path_clk_slew,0.06,ns
detailed_routing,finalWirelength,149,mm
floorplan,placement_rows,133,
cells_and_area,flow.area_growth_from_synthesis,8.09,%
critical_path,cp-end-kind,"flop",
final_timing,finalHoldViolations,0,
detailed_routing,num_antenna_cells,0,
final_timing,setup_violations,0,
yosys,synth.cells.most_frequent,"inv_1 (1451), fa_1 (1215), nand2_1 (942), and2_1 (736), dfxtp_1 (599)",
clock_tree,ctsHoldBuffers,0,
cells_and_area,largest_reg_flops,126,
## stage by stage
stage / hold slack (ns) / worst slack, ns / utilization, %
finish: 0.311 / 8.07 / 54.5
global route: 0.311 / 7.64 / 54.5
CTS: 0.308 / 8.00 / 54.5
detailed placement: 0.312 / 8.02 / 52.5
global placement: 0.310 / 8.09 / 52.5
floorplan: 0.310 / 9.07 / -
## layer usage
| layer | global-route usage, % | up-vias | routed length (um) |
|---|---|---|---|
| li1 | - | 20500 | - |
| met1 | 37.5 | 21700 | 63400 |
| met2 | 38.2 | 1284 | 68500 |
| met3 | 9.99 | 180 | 14600 |
| met4 | 3.97 | 4 | 2740 |
| met5 | 0.321 | - | 73 |
## worst max-delay path, stage by stage, from the launching register on
cell,delay [ns]
dfxtp_2,0.78
buf_4,0.53
nand2_1,0.13
fa_1,0.49
fa_1,0.57
fa_1,0.45
fa_1,0.54
inv_1,0.05
fa_1,0.47
inv_1,0.05
fa_1,0.47
inv_1,0.04
ha_1,0.28
and4_1,0.17
a221o_1,0.29
a31oi_1,0.34
o21ai_1,0.29
o22ai_2,0.25
o211ai_2,0.15
or3_1,0.34
a31o_2,0.26
xnor2_1,0.11
## cell usage in the layout, fill, tap and decap left out, types with 7 or more instances in the layout
cell type	instances
o211ai_1	39
buf_4	107
mux2i_1	34
a211oi_1	26
clkdlybuf4s50_1	85
o21ai_0	85
a21boi_0	7
clkbuf_8	15
ha_1	530
dfxtp_2	20
bufinv_16	8
edfxtp_1	51
xor2_1	60
o22ai_1	17
nand2_1	941
fa_1	1215
nor2b_1	14
inv_1	1451
clkinv_2	11
a31oi_1	20
a21o_1	36
nand4_1	12
and3_1	19
or2_2	25
mux2_2	17
nor3_1	55
or3_1	32
nor2_1	145
o21a_1	37
nand3b_1	11
a21oi_1	79
clkbuf_16	76
xnor2_1	140
nand2b_1	19
and2_1	736
nor4_1	15
dfxtp_1	579
or4_1	7
nand3_1	22
## cell families (layout without fill, tap and decap cells)
kind of cell,count (synthesis),after routing,share of synthesized area (%)
compound gates,412,412,4.15
xor+xnor,200,200,2.64
fa+ha+maj,1745,1745,46.6
buf+inv,1778,1781,10.1
flops,650,650,20.4
mux,51,51,0.801
other cells,1,6,0.00565
simple gates,2070,2070,15.3
## area by class of cell
class | instances | area, sq um
inverters | 1452 | 5450
fillers | 11400 | 59800
repair buffers | 192 | 1650
clock buffers | 92 | 2110
flip-flops and latches | 650 | 13500
multi-input cells | 4484 | 46200
well taps | 1755 | 2200
clock inverters | 45 | 609
## worst min-delay path by stage
stage | depth (start not counted) | startpoint | slack [ns] | endpoint
6_report | 0 | S_DEL_.d_reg[35] | 0.31 | S_DEL_.d_reg[53]
5_1_grt | 0 | S_DEL_.d_reg[24] | 0.31 | S_DEL_.d_reg[42]
4_1_cts | 0 | S_DEL_.d_reg[24] | 0.31 | S_DEL_.d_reg[42]
