**/design/flow/config.mk**
```make
export PLATFORM = sky130hd
export DESIGN_NAME = hsv_control
export DESIGN_NICKNAME = hsv_control
export VERILOG_FILES = /design/flow/design.v
export SDC_FILE = /design/flow/constraint.sdc
export NUM_CORES = 4
export LEC_CHECK = 1
export CORE_UTILIZATION = 40
```
**/design/flow/design.v**
```verilog
module Del #(parameter delay = 2, d_width = 1 )
(
    input   [d_width-1:0] in,
	 input                 en,
    output  [d_width-1:0] out,
    input clk
);
reg [delay:0][d_width-1:0] d_reg;
assign d_reg[0] = in;
assign out = d_reg[delay];
genvar i ;
generate
   for (i=0; i< delay; i=i+1) begin: DELAY_
     	always @(posedge clk) 
        begin
		   if( en == 1 )
			  begin
            d_reg[i+1] <= d_reg[i];
			  end
      end
   end
endgenerate
endmodule
module  hsv_control(	 
input  wire [24:0]    H,
input  wire [17:0]    S,
input  wire [17:0]    V,
input  wire [63:0]    CNTL,
input  wire           CLK,
(* ramstyle = "logic" *) output reg  [24:0] 	 HO,
(* ramstyle = "logic" *) output reg  [17:0] 	 SO,
(* ramstyle = "logic" *) output reg  [17:0] 	 VO
);
wire signed [26:0]  hcor;
wire signed [31:0]  scor, vcor, sin, vin;
reg  signed [18:0]  sres, vres;
wire        [17:0]  sdel, vdel;
reg signed  [26:0]  hue; 
reg signed  [26:0]  h;   
reg signed  [63:0]  s, v;
reg         [17:0]  saturation, value;
assign hcor = {CNTL[25],CNTL[25:0]};
assign scor = {{14{CNTL[43]}},CNTL[43:26]};
assign vcor = {{14{CNTL[61]}},CNTL[61:44]};
assign sin  = {14'h0,S};
assign vin  = {14'h0,V};
Del #( .delay ( 1 ), .d_width ( 18 ) )   
V_DEL_(
.in     ( V ),
.en     ( 1'b1 ),
.out    ( vdel ), 
.clk    ( CLK )
);
Del #( .delay ( 1 ), .d_width ( 18 ) )   
S_DEL_(
.in     ( S ),
.en     ( 1'b1 ),
.out    ( sdel ), 
.clk    ( CLK )
);
always@( posedge CLK )
begin
 h <= $signed($signed({2'h0,H}) + $signed(hcor));
 s <= sin*scor;
 v <= vin*vcor;
 sres <= $signed($signed({sdel[17],sdel}) + $signed({s[63],s[33:16]}));
 vres <= $signed($signed({vdel[17],vdel}) + $signed({v[63],v[33:16]}));
 if( h[26] == 1 ) 
	begin
	 hue <= $signed($signed(27'h1680000) + $signed(h));  
	end
	 else
	  if( h >= 27'h1680000 )
       begin
	     hue <= $signed($signed(h) - $signed(27'h1680000));
	    end
	     else
		   begin
			  hue <= h;
			end
 if( sres[18] == 1 )
   begin
	 SO <= 18'h00000;
	end
	 else
	  if( sres[17:0] >= 18'h10000 )
	    begin
		  SO <= 18'h10000;
		 end
		  else
		   begin
			 SO <= sres[17:0];
			end
 if( vres[18] == 1 )
   begin
	 VO <= 18'h00000;
	end
	 else
	  if( vres[17:0] >= 18'h10000 )
	    begin
		  VO <= 18'h10000;
		 end
		  else
		   begin
			 VO <= vres[17:0];
			end	
	HO <= hue[24:0];	
end
endmodule
```
**/design/flow/constraint.sdc**
```tcl
current_design hsv_control

set clk_period 15.5
set clk_io_pct 0.2

create_clock -name clk0 -period $clk_period [get_ports {CLK}]

set non_clock_inputs [all_inputs -no_clocks]
set_input_delay [expr $clk_period * $clk_io_pct] -clock clk0 $non_clock_inputs
set_output_delay [expr $clk_period * $clk_io_pct] -clock clk0 [all_outputs]
```
**/design/flow/run.sh**
```bash
#!/bin/bash
# OpenROAD 26Q1-2900-gdf79404cd8, Yosys 0.63+post, stock flow scripts
make -C /OpenROAD-flow-scripts/flow DESIGN_CONFIG=/design/flow/config.mk WORK_HOME=/design/flow/orfs finish
```
==> run_results.csv <==
group,metric,value,unit
synth,ys_seq_elements,225,
routing,avgViaCountPerCell,4.69,
power_and_ir_drop,p_leak,0.0159,uW
setup_path,r2r-start,"s[16]",
clock_network,ctsHoldBuffers,0,
floorplan,rows,97,
layout,mostFrequentLayoutCells,"619 x inv_1, 513 x fa_1, 348 x and2_1",
layout,synthToLayoutAreaGrowth,13.8,%
grt,grt_start_max_net_pins,20,
timing,tightest_slew,0.919,ns
grt,gr-usage-all-layers,0.194,
routing,wl_met3,5130,um
timing,fmax,104,MHz
routing,ant_nets,0,
worst_hold_path,min_to,"HO[20]",
synth,yosys_warnings,3,
grt,grt_first_pass_wirelength,104000,um
timing,post-route-period-util,0.621,
timing,whs,0.324,ns
setup_path,rr_endpoint,"sres[18]",
layout,drive_above_1_share,0.0344,
setup_path,reg2reg_depth,12,
layout,largest_reg_flops,27,
setup_path,crit_start,"CNTL[47]",
synth,ys_cells,2967,
timing,fin_crit,9.63,ns
synth,synth-edff-count,0,
floorplan,die_area,71700,um2
synth,syn_area_per_cell,9.52,um2
routing,routed_wl,61300,um
clock_network,cts_sinks,225,
setup_path,required,15.95,ns
power_and_ir_drop,p_per_area,215,nW/um2
layout,top_regs,"h (27), HO (25), hue (25)",
setup_path,setup.worst_path.start_class,"input port",
setup_path,worst-setup-path-type,"input port to flop",
routing,dr.max_layer_used,"met5",
setup_path,crit_fanout,18,
routing,vias,19246,
grt,grt_antenna_before_repair,0,
layout,layout.cells.most_common,"inv_1",
floorplan,fp_util,0.404,
timing,slew_violations,0,
run,warnings,28,
clock_network,cts_buffers,24,
clock_network,path_clk_slew,0.06,ns
placement,place_hpwl,47700,um
clock_network,h-tree-depth,1,
routing,drt-initial-drc-count,545,
clock_network,clkLatencyLatePin,0.54,ns
synth,async_flop_share,0,
timing,fin_tns_setup,0,ns
routing,wl_met1,27500,um
layout,max_flop_register,"h",
synth,synth_chip_area,28200,um2
clock_network,cts_resized,0,
routing,post-route-drc-count,0,
setup_path,endpoint_kind,"flop",
clock_network,cts_tree,"done",
status,status,"finished clean",
clock_network,postCtsSetupRepairBufs,0,
layout,nFillCells,6757,
floorplan,core_area,69900,um2
floorplan,die_y,268,um
setup_path,cp.arrival,10.08,ns
synth,ff_type,"dfxtp_1",
timing,setup_viol,0,
layout,logic_area,21100,um2
placement,io_buffers,184,
routing,wl_met2,28000,um
power_and_ir_drop,ir_worst_vdd,0.000232,V
synth,synthesis.area,28200,um2
synth,syn_inst,2967,
run,cap_violations,0,
timing,clock_skew,0.0301,ns
layout,fin_area,32100,um2
floorplan,die_w,268,um
layout,seqCellArea,4500,um2
placement,gp_congestion,0.869,
routing,drt-pass1-iter-count,6,
timing,hold_violations,0,
grt,overflow,0,
synth,synthDistinctLibCells,56,
routing,routed_wire_length_per_instance,14.9,um
worst_hold_path,hold_path_class,"flop to flop",
clock_network,clk_path_buf_depth,3,
placement,placed_area,31400,um2
setup_path,r2r_setup_slack,12.46,ns
worst_hold_path,min_path_cells,0,
synth,synth_seq_share,0.159,
timing,relSlewSlack,0.386,
timing,rsz0062_at_grt,"no",
grt,grt_pass1_vias,20096,
floorplan,io_pins,187,
clock_network,clockRootBuffer,"clkbuf_16",
worst_hold_path,worstHoldStart,"hue[20]",
routing,antennaDiodeCount,0,
-- synthesized netlist by cell type, drive strengths merged (16+ instances only) --
library cell    n  area [um2]
a21o           38         285
ha            319        3990
nor2           73         274
nand2b         24         150
a21oi          69         349
nor3           27         135
nand3          16        80.1
nor2b          22         138
xnor2          66         578
dfxtp         225        4500
fa            513       10300
xor2           31         272
nand2         324        1220
o21ai          45         225
and2          348        2180
inv           619        2320
clkbuf         83         312
-- worst max path at each step --
stage	end	slack (ns)	cells after the start
CTS	v[27]	5.89	19
global route	v[27]	5.51	19
finish	v[27]	5.87	19
-- logic make-up after synthesis --
group / after synthesis / share of synthesized area
DFF: 225 / 0.159
muxes: 2 / 0.000753
adders and majority gates: 832 / 0.505
buffers and inverters: 703 / 0.0934
AOI/OAI and AO/OA: 236 / 0.0547
and+or+nand+nor: 871 / 0.157
xor gates and xnor gates: 97 / 0.0301
other: 1 / 0.000133
-- critical path, cell delays in order --
cell and delay, ns:
clkdlybuf4s50_1 1.05, nand2_1 0.18, fa_1 0.54, fa_1 0.57, fa_1 0.44, fa_1 0.54, inv_1 0.05, fa_1 0.49
fa_1 0.41, ha_1 0.32, a211oi_1 0.24, o21ai_0 0.11, o2111ai_1 0.16, a311oi_1 0.29, o41a_1 0.45, a211o_1 0.37
or3_1 0.35, a31oi_1 0.24, xnor2_1 0.14
-- report_power, final --
| part | internal (uW) | switching [uW] | total, uW |
|---|---|---|---|
| combinational | 2450 | 2990 | 5440 |
| clock | 311 | 231 | 542 |
| sequential | 857 | 61.2 | 918 |
-- final cells by class --
class | instances | share of cell area
timing repair buffer | 240 | 0.0704
sequential | 225 | 0.140
multi-input combinational | 2040 | 0.657
tap | 940 | 0.0366
clock inverter | 11 | 0.00261
inverter | 619 | 0.0723
clock buffer | 32 | 0.0212
-- through the flow --
| step | power, uW | setup slack, ns | std cells | utilization |
|---|---|---|---|---|
| 2_1_floorplan | 5090 | 6.57 | 2968 | - |
| 3_3_place_gp | 6410 | 5.35 | 4064 | 0.449 |
| 3_5_place_dp | 6410 | 5.33 | 4064 | 0.449 |
| 4_1_cts | 7020 | 5.89 | 4107 | 0.460 |
| 5_1_grt | 7890 | 5.51 | 4107 | 0.460 |
| 6_report | 6900 | 5.87 | 4107 | 0.460 |
-- routing by layer --
layer	GRT usage	vias up
met5	0.0142	-
met4	0.0145	2
met3	0.0684	41
met2	0.295	487
met1	0.289	9348
li1	-	9368
Power is estimated from default activity; no workload was simulated.
